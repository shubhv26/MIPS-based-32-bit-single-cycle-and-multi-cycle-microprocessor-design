==> /design/flow/design.v <==
module alu(input logic [31:0] a,b,
           input logic [2:0]f,
	         output logic [31:0] y,
           output logic zero);
logic [31:0]bb,S;
always_comb
	case(f[2])
		1'b0: bb=b;
		1'b1: bb=~b;
	endcase	
assign S= a+bb+ f[2];
always_comb
	case (f[1:0])
		2'b00 : y=a&bb;
		2'b01 : y=a|bb;
		2'b10 : y=S;
		2'b11 : y={7'h0000000,S[7]};
	endcase
always_comb
	if(y=='h00000000)
	zero<=1'b1;
	else 
	zero<=1'b0;
endmodule
==> /design/flow/run.sh <==
#!/bin/bash
# OpenROAD 26Q1-2900-gdf79404cd8, Yosys 0.63+post, stock flow scripts
make -C /OpenROAD-flow-scripts/flow DESIGN_CONFIG=/design/flow/config.mk WORK_HOME=/design/flow/orfs finish
==> /design/flow/config.mk <==
export PLATFORM = sky130hd
export DESIGN_NAME = alu
export DESIGN_NICKNAME = alu
export VERILOG_FILES = /design/flow/design.v
export SDC_FILE = /design/flow/constraint.sdc
export NUM_CORES = 4
export LEC_CHECK = 1
export CORE_UTILIZATION = 40
==> /design/flow/constraint.sdc <==
current_design alu

set clk_period 14.5
set clk_io_pct 0.2

create_clock -name clk0 -period $clk_period

set non_clock_inputs [all_inputs -no_clocks]
set_input_delay [expr $clk_period * $clk_io_pct] -clock clk0 $non_clock_inputs
set_output_delay [expr $clk_period * $clk_io_pct] -clock clk0 [all_outputs]
==> results.sh <==
# implementation run metrics
export IMPL_status="finished clean"
export IMPL_grt_pass1_wl_um=18600
export IMPL_postSynthAreaPerCell_sq_um=6.76
export IMPL_first_global_vias=3722
export IMPL_grt_use_total_pct=23.9
export IMPL_synth_adder_area_share_pct=22.8
export IMPL_crit_path_max_fanout=6
export IMPL_hold_start="a[3]"
export IMPL_die_w_um=96.8
export IMPL_netSwitchingFraction_pct=53.1
export IMPL_synth_cell_types=70
export IMPL_row_count=34
export IMPL_synthTopCellsByCount="inv_1 (77), ha_1 (64), a21oi_1 (44)"
export IMPL_crit_chain="clkdlybuf4s50_1 > mux2i_2 > inv_1 > fa_1 > a21o_1 > and4_4 > o2111ai_1 > and3_1 > o31ai_2 > a311o_1 > xnor2_1 > o22ai_1 > or4_1 > nor3_2 > clkdlybuf4s50_1"
export IMPL_post_cts_buffers=0
export IMPL_grt_antenna_before_repair=0
export IMPL_vias=3839
export IMPL_max_slew_margin_pct=48.8
export IMPL_setup_worst_path_start="b[0]"
export IMPL_period_used_pct=70.1
export IMPL_most_common_cell="inv_1"
export IMPL_cp_slowest_stage_delay_ns=0.59
export IMPL_cp_data_arrival_time_ns=7.27
export IMPL_cp_data_required_time_ns=11.60
export IMPL_comb_power_share_pct=100.0
export IMPL_nFillCells=845
export IMPL_internal_power_uw=111
export IMPL_power_leakage_nw=2.21
export IMPL_synth_cells=531
export IMPL_avgViaCountPerCell=5.34
export IMPL_max_freq_mhz=98.3
export IMPL_drv_slew=0
export IMPL_die_h_um=96.8
export IMPL_p_clk_share_pct=0
export IMPL_hpwl_um=9060
export IMPL_simple_gate_area_share_pct=18.5
export IMPL_final_hold_violation_count=0
export IMPL_timing_critical_path_buf_inv=3
export IMPL_yosys_area_share_xor_xnor_pct=13.9
export IMPL_top_cells_by_area="ha_1 (22%), xor2_1 (10%), inv_1 (8.0%), a21oi_1 (6.1%), o21ai_0 (4.3%)"
export IMPL_synth_area_sq_um=3590
export IMPL_place_congestion=0.899
export IMPL_first_pass_iters=4
export IMPL_numPortBuffers=100
export IMPL_fin_tns_setup_ns=0
export IMPL_synth_largest_area_cell="ha_1"
export IMPL_ys_cells=531
export IMPL_final_area_sq_um=4640
export IMPL_cap_violations=0
export IMPL_initCoreUtil_pct=41.2
export IMPL_synth_area_mux_share_pct=2.37
export IMPL_die_area_sq_um=9360
export IMPL_fp_coreArea_sq_um=8720
export IMPL_grt_start_max_net_pins=35
export IMPL_avgRoutedWirePerCell_um=15.6
export IMPL_vdd_drop_max_mv=0.0199
export IMPL_area_growth_pct=29.2
export IMPL_ios=100
export IMPL_seq_cells=0
export IMPL_worstMarginPinSlew_ns=0.767
export IMPL_period_needed_ns=10.17
export IMPL_rsz0062_at_grt="false"
export IMPL_ctsHoldBuffers=0
export IMPL_overflow=0
export IMPL_start_kind="input pin"
export IMPL_placed_cell_area_sq_um=4640
export IMPL_flop_area_sq_um=0
export IMPL_logic_family="AND-OR/OR-AND gates"
export IMPL_hold_path_class="in -> out"
export IMPL_slowest_stage="or4_1"
export IMPL_drcViolationCount=0
export IMPL_setup_viol=0
export IMPL_postRouteAntennaNets=0
export IMPL_ys_seq_share_pct=0
export IMPL_synth_warnings=1
export IMPL_critPathTopFamily="simple AND/OR/NAND/NOR gates"
export IMPL_top_cell_area_share_pct=22.3
export IMPL_ctsResizeCount=0
export IMPL_aoi_share_pct=30.7
export IMPL_tool_warnings=64
export IMPL_yosys_stat_area_sq_um=3590
export IMPL_diodes=0
export IMPL_cp_common_cell="clkdlybuf4s50_1"
export IMPL_crit_type="in -> out"
export IMPL_drtIter0Drc=167
export IMPL_p_switching_uw=125
export IMPL_routed_wl_um=11200
export IMPL_clkbuf_count=0
export IMPL_power_frac_seq_pct=0
export IMPL_drive_above_1_share_pct=4.09
export IMPL_cp_end_kind="output pin"
export IMPL_powerDensity_nw_per_um2=50.9
==> per-layer routing <==
layer / track usage (%) / wire [um] / part of all wire [%]
met1: 37.3 / 5770 / 51
met5: 0 / 0 / 0
met2: 38.9 / 5010 / 45
met3: 0.735 / 437 / 3.9
met4: 0.459 / 21 / 0.19
==> metrics by stage <==
step / utilization [%] / hold WS (ns) / total power [mW] / setup WS, ns / cells
after floorplan: - / 6.01 / 0.150 / 5.36 / 531
after global placement: 53.2 / 6.95 / 0.234 / 4.40 / 719
after detailed placement: 53.2 / 6.95 / 0.234 / 4.37 / 719
after CTS: 53.2 / 6.96 / 0.236 / 4.34 / 719
after global routing: 53.2 / 7.00 / 0.261 / 4.02 / 719
final: 53.2 / 6.95 / 0.236 / 4.33 / 719
==> cells in the final DEF (no fill, tap or decap), types with 6 or more instances in the layout <==
master           Yosys  routed
nand2_1             35      35
nand4_1              8       8
xnor2_1             15      15
o22ai_1             11      11
buf_4                2       6
xor2_1              42      42
clkdlybuf4s50_1      0      99
a21o_1              15      15
nand3_1              6       6
nor2_1              40      40
a21oi_1             44      44
a31oi_1              7       7
a211oi_1             7       7
mux2i_1              6       6
o21ai_0             31      31
ha_1                64      64
inv_1               77      77
nor3_1               7       7
==> final timing paths <==
check	end	slack [ns]	cells after the start
worst min-delay path	y[3]	6.95	5
worst max-delay path	zero	4.33	15
==> power by group through the flow <==
stage / sequential (mW) / clock, mW / combinational, mW
CTS: 0 / 0 / 0.236
global route: 0 / 0 / 0.261
finish: 0 / 0 / 0.236
==> kinds of logic after synthesis <==
family,after synthesis
adder cells (fa/ha/maj),65
AND/OR/NAND/NOR,130
AND-OR/OR-AND,167
buffers and inverters,104
multiplexers,8
XOR/XNOR,57
==> area by class of cell <==
class	count	area, sq um	share of cell area, %
inverter	78	293	6.31
multi-input combinational	427	3170	68.3
tap	108	135	2.91
timing repair buffer	106	1040	22.4
Power figures rest on the tool's default switching activity, not on a simulated workload.
