### design/flow/run.sh
#!/bin/bash
# OpenROAD 26Q1-2900-gdf79404cd8, Yosys 0.63+post, stock flow scripts
make -C /OpenROAD-flow-scripts/flow DESIGN_CONFIG=/design/flow/config.mk WORK_HOME=/design/flow/orfs finish
### design/flow/config.mk
export PLATFORM = sky130hd
export DESIGN_NAME = CFI
export DESIGN_NICKNAME = CFI
export VERILOG_FILES = /design/flow/design.v
export SDC_FILE = /design/flow/constraint.sdc
export NUM_CORES = 4
export LEC_CHECK = 1
export CORE_UTILIZATION = 40
### design/flow/constraint.sdc
current_design CFI

set clk_period 33.7
set clk_io_pct 0.2

create_clock -name clk0 -period $clk_period

set non_clock_inputs [all_inputs -no_clocks]
set_input_delay [expr $clk_period * $clk_io_pct] -clock clk0 $non_clock_inputs
set_output_delay [expr $clk_period * $clk_io_pct] -clock clk0 [all_outputs]
### design/flow/design.v
module CFI(input logic [3:0]B, 
	      input logic [7:0]A,   
              input logic [2:0]f_loc,
	      input logic [1:0]f_type,
	      output logic [7:0]C,
              output logic [7:0]Y);
always_comb
begin
C=B*B; 
	case(f_loc)
		3'b000 : if(f_type==2'b00) 
                          	C[f_loc]=C[f_loc];           
			 else if(f_type==2'b01)
				C[f_loc]=0;                 
			 else if(f_type==2'b10)
				C[f_loc]=1;                
			 else if(f_type==2'b11)              
				C[f_loc]=!C[f_loc];
		3'b001 : if(f_type==2'b00) 
                          	C[f_loc]=C[f_loc];         
			 else if(f_type==2'b01)
				C[f_loc]=0;               
			 else if(f_type==2'b10) 
	 			C[f_loc]=1;                
			 else if(f_type==2'b11)         
				C[f_loc]=!C[f_loc];
		3'b010 : if(f_type==2'b00) 
                          	C[f_loc]=C[f_loc];         
			 else if(f_type==2'b01) 
				C[f_loc]=0;               
			 else if(f_type==2'b10) 
				C[f_loc]=1;                
			 else if(f_type==2'b11)         
				C[f_loc]=!C[f_loc];
		3'b011 : if(f_type==2'b00)  
                          	C[f_loc]=C[f_loc];         
			 else if(f_type==2'b01) 
				C[f_loc]=0;                
			 else if(f_type==2'b10) 
				C[f_loc]=1;                
			 else if(f_type==2'b11)              
				C[f_loc]=!C[f_loc];
		3'b100 : if(f_type==2'b00)  
                          	C[f_loc]=C[f_loc];         
			 else if(f_type==2'b01) 
				C[f_loc]=0;                
			 else if(f_type==2'b10) 
				C[f_loc]=1;                 
			 else if(f_type==2'b11)        	    
				C[f_loc]=!C[f_loc] ;
		3'b101 : if(f_type==2'b00)  
                          	C[f_loc]=C[f_loc];         
			 else if(f_type==2'b01) 
				C[f_loc]=0;                
			 else if(f_type==2'b10) 
				C[f_loc]=1;                
			 else if(f_type==2'b11)               
				C[f_loc]=!C[f_loc];
		3'b110 : if(f_type==2'b00)  
                          	C[f_loc]=C[f_loc];         
			 else if(f_type==2'b01) 
				C[f_loc]=0;                
			 else if(f_type==2'b10) 
				C[f_loc]=1;                
			 else if(f_type==2'b11)              
				C[f_loc]=!C[f_loc];
		3'b111 : if(f_type==2'b00)  
                          	C[f_loc]=C[f_loc];         
			 else if(f_type==2'b01) 
				C[f_loc]=0;                 
			 else if(f_type==2'b10) 
				C[f_loc]=1;                
			 else if(f_type==2'b11)              
				C[f_loc]=!C[f_loc];	 
	endcase
if(A!=0)
	Y=C%A;
else
	Y=8'bXXXXXXXX;
end
endmodule
==> Changelog: implementation <==
### Implementation results

- GP Congestion: 0.911
- GR peak layer: met2
- Dpl hpwl: 5830 um
- Cell Area, Placed: 0.00311 mm2
- Worst-Margin Slew: 675 ps
- Site row count: 29
- Worst Path Arrival: between 20000 and 25000 ps
- Max FO, Critical Path: 12
- Fraction of layout cells with a size suffix above 1: 0.0455
- Crit end category: primary output
- Slowest stage delay, CP: 610 ps
- Ys cells: 393
- Min Tclk post-route: 28330 ps
- PwrDens: 34.2 mW/mm2
- Psw: slightly above 50 uW
- Setup violators final: 0
- Max-slew violation count: 0
- Area Overhead vs Synth: 14.8%
- Port bufs: 33
- Post-Synthesis Cell Area: about 0.0027 mm2
- Die outline height: between 80 and 90 um
- Synth area leader: ha_1
- Initial DRT Pass Iterations: 23
- Internal: between 50 and 60 uW
- Register share of total power: 0
- Met1 usage: 0.330
- Slew Limit Headroom: 0.545
- Remaining global-route overflow: 0
- Flop area: 0 um2
- Global-route wire length before repair: roughly 12000 um
- Count of final hold-check violations: 0
- Top cells by count, synth: ha_1 (44), nand2_1 (39), a21oi_1 (28)
- PostCTS Resize Cnt: 0
- Vias in the first global route: roughly 2600
- # DRC: 0
- Mapped Cells: 393
- VDD IR-drop max: 0.0354 mV
- Post-CTS Setup Bufs: 0
- Largest net degree at the start of global routing: 18
- Initial antenna violation count: 0
- HP Class: in -> out
- Crit path max-delay cell type: clkdlybuf4s50_1
- Flops: 0
- IO Pins: 33
- 1st-iter DRT viols: 161
- Status: finished, final reports clean
- Die W: 84.2 um
- Comb. cell area: 0.00257 mm2
- Via density: 5.71
- Total GRT Usage: 0.207
- Met2 Use GR: 0.334
- Ys Warns: 1
- Post-CTS Hold Buffers: 0
- YS chip area: about 0.0027 mm2
- Period utilization: 0.841
- Yosys cell types: 63
- Die area: around 0.0071 mm2
- RSZ-0062 raised after global routing: false
- Critical Path RT: 26960 ps
- N_diodes: 0
- Fp util: 0.421
- Post-route ant nets: 0
- Max-cap violation count: 0
- # clk buffers: 0
- Top cells by area: ha_1 (20%), nand2_1 (5.4%), a21oi_1 (5.2%), o21a_1 (5.0%), xnor2_1 (4.5%)
- M3 GR Usage: 0.000996
- Highest Clock Rate: 35.3 MHz
- Area share, top type: 0.204
- Avg Inst Size Synth: between 6 and 7 um2
- Core area: about 0.0064 mm2
- Clk pwr share: 0
- Avg WL per Cell: 14.1 um
- Tool Warnings: 36
- Net Sw Frac: 0.484
- Seq share, synth: 0
- Worst Setup Path Type: in -> out
- # fillers: 632
- Vias: roughly 2800
- CP Launch Type: input port
- Post-Route Setup TNS: 0 ps
- Combinational share of power: 1.000
- Most common cell in the netlist: ha_1
- Lkg Pwr: 0.00136 uW
- Cell area after layout: 0.00311 mm2
- Final WL: 7000 um
==> path summary, 6_finish.rpt <==
path	start	end	cells after the start
worst max-delay path	B[1]	Y[7]	60
worst min-delay path	A[0]	Y[0]	4
==> layout make-up <==
cell class | instances | share of cell area
Multi-Input combinational cell | 359 | 0.829
Timing Repair Buffer | 35 | 0.111
Inverter | 24 | 0.0290
Tap cell | 77 | 0.0310
==> layout by cell type, fill, tap and decap left out, types with 8 or more instances in the layout <==
cell type	synthesis	routed
and2_1	11	11
nand2_1	39	39
inv_1	23	23
nand3_1	8	8
xnor2_1	14	14
o211ai_1	8	8
a21oi_1	28	28
nor2_1	27	27
nor3_1	17	17
clkdlybuf4s50_1	0	33
o21a_1	18	18
ha_1	44	44
o21ai_0	12	12
==> per-stage QoR <==
stage          setup WS (ps)  utilization  hold slack, ps  cells  power, uW
2_1_floorplan           8050            -           13640    393       75.4
3_3_place_gp            5590        0.484           14700    495        106
3_5_place_dp            5390        0.484           14680    495        106
4_1_cts                 5350        0.484           14700    495        107
5_1_grt                 4150        0.484           14740    495        120
6_report                5370        0.484           14680    495        106
==> worst max-delay path, delay by kind of cell <==
kind                     cells  cell delay (ps)
AND-OR/OR-AND               30             7070
XOR/XNOR                     1              170
adder cells (fa/ha/maj)      9             2960
buffers and inverters        3             1160
multiplexers                 1              150
AND/OR/NAND/NOR             16             3320
==> routing by layer <==
metal / wire [um] / part of all wire
met2: 2960 / 0.42
met5: 0 / 0
met1: 3920 / 0.56
met4: 0 / 0
met3: 118 / 0.017
==> cell families after synthesis <==
kind of cell | after synthesis | synth area share
simple gates | 148 | 0.277
fa+ha+maj | 46 | 0.218
compound gates | 133 | 0.345
xor+xnor | 21 | 0.0680
mux | 11 | 0.0435
buf+inv | 34 | 0.0486
==> power groups by stage <==
stage | logic [uW] | clock network (uW) | registers (uW)
CTS | 107 | 0 | 0
global route | 120 | 0 | 0
finish | 106 | 0 | 0
Power figures rest on the tool's default switching activity, not on a simulated workload.
